==> design.v <==
module ALU(
    input  logic [31:0]  src1_i,
    input  logic [31:0]  src2_i,
    input  logic [3:0]   sel_i,
    output logic         Z_o,
    output logic [31:0] result_o
    );
    wire signed [31:0] src1_s, src2_s;
    assign src1_s = src1_i;
    assign src2_s = src2_i;
    always @* begin
        case (sel_i)
            4'b0000: result_o = src1_i + src2_i;                
            4'b0001: result_o = src1_i - src2_i;                
            4'b0010: result_o = src1_i << src2_i[4:0];          
            4'b0011: result_o = {31'b0, (src1_s < src2_s)};            
            4'b0100: result_o = {31'b0, (src1_i < src2_i)};     
            4'b0101: result_o = src1_i ^ src2_i;                
            4'b0110: result_o = src1_i >>  src2_i[4:0];         
            4'b0111: result_o = src1_s >>> src2_i[4:0];         
            4'b1000: result_o = src1_i | src2_i;                
            4'b1001: result_o = src1_i & src2_i;                
            default: result_o = src1_i;                         
        endcase
    end
    assign Z_o = (result_o == 0);
endmodule
==> run.sh <==
#!/bin/bash
# OpenROAD 26Q1-2900-gdf79404cd8, Yosys 0.63+post, stock flow scripts
make -C /OpenROAD-flow-scripts/flow DESIGN_CONFIG=/design/flow/config.mk WORK_HOME=/design/flow/orfs finish
==> config.mk <==
export PLATFORM = sky130hd
export DESIGN_NAME = ALU
export DESIGN_NICKNAME = ALU
export VERILOG_FILES = /design/flow/design.v
export SDC_FILE = /design/flow/constraint.sdc
export NUM_CORES = 4
export LEC_CHECK = 1
export CORE_UTILIZATION = 50
==> constraint.sdc <==
current_design ALU

set clk_period 15.9
set clk_io_pct 0.2

create_clock -name clk0 -period $clk_period

set non_clock_inputs [all_inputs -no_clocks]
set_input_delay [expr $clk_period * $clk_io_pct] -clock clk0 $non_clock_inputs
set_output_delay [expr $clk_period * $clk_io_pct] -clock clk0 [all_outputs]
==> results.txt <==
Implementation progress

The height of the chip stands at 144 um. The floorplan core area stands at 0.0197 sq mm. The main area contributors are ha_1 12%, mux4_2 8.7%, nor2_1 5.4%.

According to the I/O placement log, the pin count is 101. In this build the clock could be raised as far as 0.0778 GHz. The antenna violation net count after detailed routing stands at 0. The die footprint stands at roughly 0.021 sq mm. Looking at the critical path, the single cell with the biggest stage delay is a2111oi_0.

The share of synthesized area occupied by flip-flops and latches stands at 0. The growth of design area from synthesis to finish stands at 9.97%. The cell count listed in synth_stat.txt stands at 1473. The area taken by sequential standard cells is reported as 0 sq um.

The smallest clock period supported by the final layout is computed as roughly 13 ns. The post-cts repair resize count stands at 0. The count of synthesis-stage warnings from yosys stands at 1.

Per the post-place timing report, worst setup slack is 3.30 ns. The reported max-cap violation count stands at 0. Input and output buffers added on the ports amount to 101. Routed signal wires occupy layers up through met5. The post-route fraction of the period consumed by the critical path stands at 0.809. Setup repair after global routing left no endpoint under its margin. Power spread over the standard cell area amounts to 37.3 mW/mm^2. The synthesis run shows the most used standard cells to be 146 x nor2_1, 109 x nand2_1, 99 x ha_1, 99 x inv_1, 96 x a21oi_1. Of all cell types, the one taking the most synthesized area is ha_1. Of the total power, the share spent switching nets is 0.617.

The total number of vias stands at 12976. For this block, wires on met1 add up to 19400 um. Per the timing report, the biggest fanout along the worst path comes to 42.

In this run the mean area of a mapped cell was about 7 sq um. The leakage dissipation stands at around 4.3 nW. The row count stands at 51. For reference, the critical path cell chain is clkdlybuf4s50_1, buf_4, clkinv_1, ha_1, a21o_1, a31oi_1, a2111oi_0, o21ai_0, nand3_1, a32oi_1, or4_1, or4_1, nor4_1, nand4b_1, nor4b_2, clkdlybuf4s50_1. The min-delay analysis places its worst path in the category in -> out. Across every metal layer, demand over resource in global routing totals 0.485. The final weighted congestion recorded by global placement is 1.19. The cell internal power dissipation stands at 0.000159 W. According to the dpl log, the detail-placed design has an HPWL of about 38000 um. The tally of filler cells in the layout stands at 1983. Summed over all nets, wire length on met3 after detailed routing comes to 7660 um. The post-detailed-route wirelength per cell stands at 28.5 um. The first global-routing pass estimated 73000 um of wire. The max-slew violation count stands at 0. The flow ran to the end, and the final reports show no timing, DRC or antenna violations. Entering global routing, the biggest net connects 69 pins.

The highest supply drop recorded on VDD is 0.0186 mV. Across all hold checks on the routed design, the worst slack comes to around 7.6 ns. The synthesized instance count stands at 1473.

The via count of the first global-routing pass came to 11461. The area of the mapped netlist stands at just over 0.01 sq mm. The total negative slack stands at 0 ns. For this run, the chip area from Yosys synthesis comes to 0.0101 sq mm.

The count of cell types in the netlist stands at 93. The tool warning count stands at roughly 100. Per the detail_route log, met2 wirelength is 19800 um. The data required time reported for the critical path is between 10 and 15 ns.

The post-placement cell count stands at 1742. Yosys instantiated no cell more often than nor2_1. The data arrival time at the worst-slack endpoint stands at between 9 and 10 ns. The wire length reported by the detailed router stands at 49700 um. The ratio of routed vias to standard cells stands at 7.44. The delay of the slowest cell on the worst path stands at 0.84 ns. The setup violation total in the final timing report stands at 0. In this run the horizontal extent of the chip is between 100 and 150 um. STA classifies the critical path startpoint as an input port.

The layout cell share with drive strength beyond 1 stands at 0.0880. The relative slew slack stands at 0.127. The number of search-and-repair iterations in the first detailed-routing pass stands at 10.

The area of all placed cells without fillers stands at 0.0112 sq mm. Once the clock tree was built, the setup fixing pass inserted 0 buffers. The critical path is of the in -> out type. The instance area after placement stands at ~0.011 sq mm. The worst setup path is captured at a primary output. For this configuration, the core starts out at a cell density of 0.516.

Looking at the max-slew report, the worst-margin pin has a slew of 1.28 ns. The remaining routing DRC violations stands at 0. The final report lists a non-filler cell total of 1743.

The total of clock buffers placed in the layout stands at 0. Global routing finished with a remaining overflow of 0. Of the post-synthesis cell area, the dominant cell type holds 0.122. The design has 0 sequential cells. The violation tally recorded at the end of detailed-routing iteration 0 is 1724. The power report puts the net switching power at 0.000256 W. Hold repair after CTS inserted 0 buffers. The count of final hold-check violations stands at 0. The initial antenna violation count stands at 1. After layout, the worst setup slack is roughly 3.0 ns.
## power groups by stage
stage | clock network (W) | registers, W | logic (W)
4_1_cts | 0 | 0 | 0.000396
5_1_grt | 0 | 0 | 0.000435
## worst paths after layout
check             slack [ns]        from      endpoint  cells past startpoint
setup / recovery        3.04   src2_i[4]           Z_o                     16
hold / removal          7.57  src1_i[25]  result_o[25]                      5
## worst max-delay path, delay by kind of cell
family	cells	cell delay [ns]
and+or+nand+nor	6	2.20
buffers and inverters	4	2.04
AOI/OAI and AO/OA	5	1.45
adders and majority gates	1	0.77
## cells by family after synthesis
| kind of cell | count (synthesis) | share of synthesized area |
|---|---|---|
| simple gates | 503 | 0.247 |
| compound gates | 497 | 0.344 |
| buf+inv | 235 | 0.0970 |
| mux | 121 | 0.172 |
| fa+ha+maj | 101 | 0.126 |
| xor+xnor | 16 | 0.0138 |
## metrics by stage
stage,total power (W),util
after global routing,0.000435,0.567
after detailed placement,0.000393,0.567
after global placement,0.000394,0.567
final,0.000416,0.567
after floorplan,0.000249,-
after CTS,0.000396,0.567
## per-layer routing
metal / track usage / vias to the layer above
li1: - / 5643
met4: 0.206 / 2
met3: 0.183 / 212
met2: 0.664 / 1136
met1: 0.674 / 5983
met5: 0.0276 / -
## area by class of cell
| type | count | area (sq um) | area share |
|---|---|---|---|
| antenna | 1 | 2.50 | 0.000224 |
| multi-input combinational | 1238 | 9180 | 0.823 |
| inverter | 105 | 394 | 0.0353 |
| tap | 265 | 332 | 0.0297 |
| timing repair buffer | 134 | 1240 | 0.111 |
## placed cells by master (no fill, tap or decap), types with 26 or more instances in the layout
cell type / Yosys / final
a211oi_1: 27 / 27
a21oi_1: 96 / 96
a31oi_1: 26 / 26
buf_4: 3 / 34
clkdlybuf4s50_1: 0 / 97
ha_1: 99 / 99
inv_1: 99 / 99
mux2i_1: 54 / 54
mux4_2: 39 / 39
nand2_1: 109 / 109
nand3_1: 34 / 34
nor2_1: 146 / 146
nor3_1: 45 / 45
o211ai_1: 26 / 26
o21ai_0: 76 / 76
o22ai_1: 34 / 34
Power and IR drop assume default switching activity.
