<file path="run.sh">
#!/bin/bash
# OpenROAD 26Q1-2900-gdf79404cd8, Yosys 0.63+post, stock flow scripts
make -C /OpenROAD-flow-scripts/flow DESIGN_CONFIG=/design/flow/config.mk WORK_HOME=/design/flow/orfs finish
</file>
<file path="config.mk">
export PLATFORM = sky130hd
export DESIGN_NAME = register_file
export DESIGN_NICKNAME = register_file
export VERILOG_FILES = /design/flow/design.v
export SDC_FILE = /design/flow/constraint.sdc
export NUM_CORES = 4
export LEC_CHECK = 1
export CORE_UTILIZATION = 50
</file>
<file path="constraint.sdc">
current_design register_file

set clk_period 31.9
set clk_io_pct 0.2

create_clock -name clk0 -period $clk_period [get_ports {clk_i}]

set non_clock_inputs [all_inputs -no_clocks]
set_input_delay [expr $clk_period * $clk_io_pct] -clock clk0 $non_clock_inputs
set_output_delay [expr $clk_period * $clk_io_pct] -clock clk0 [all_outputs]
</file>
<file path="design.v">
module register_file(
    input  logic [4:0]  addr1_i,
    input  logic [4:0]  addr2_i,
    input  logic [4:0]  addr3_i,
    input  logic [31:0] data_i,
    input  logic        wr_en_i,
    input  logic        rst_ni,
    input  logic        clk_i,
    output logic [31:0] data1_o,
    output logic [31:0] data2_o
    );
    logic [31:0] Q [31:0];
    always_comb begin
        data1_o = Q[addr1_i];
        data2_o = Q[addr2_i];
    end
    integer i;
    always_ff @(posedge clk_i) begin
        if (~rst_ni) begin
            for (i = 0; i < 32; i = i + 1) begin
                Q[i] <= 0;
            end
        end else begin
            Q[0] <= 0;
            if (wr_en_i & addr3_i != 0) begin
                Q[addr3_i] <= data_i;
            end
        end
    end
endmodule
</file>
==> metrics.yaml <==
pwr:
  sequentialPowerShare_pct: 49.4
  p_int_uw: 2380
  combPwrFrac_pct: 12.1
  power_switching_share_pct: 25.6
  power_density_mw_per_mm2: 51.9
  clkPwrFrac_pct: 38.5
  peakVddDrop_mv: 0.0412
  power_switching_uw: 822
  leakage_uw: 0.0240
timing:
  slew_violations: 0
  rsz0062_at_grt: "false"
  worstMarginPinSlew_ns: 1.09
  period_used_pct: 53.2
  layout_min_cycle_time_ns: 16.98
  fmax_ghz: 0.0589
  setup_viol: 0
  finalHoldViolations: 0
  timing.hold.ws_ns: 6.52
  slew_headroom_pct: 27.2
  layout_setup_ws_ns: 14.92
  tns_ns: 0
placed_design:
  place_congestion: 0.910
  pre_cts_ws_ns: 14.92
  port_buffers: 113
  dp_hpwl_um: 109000
logic_synthesis:
  yosys.area.top_type_share_pct: 54.0
  top_cells_by_count: "1024 x mux2i_1, 994 x and2_1, 992 x edfxtp_1"
  top_area_cell: "edfxtp_1"
  ys_cells: 4608
  synth_flops: 1024
  synth_cells: 4608
  synthArstFlopShare_pct: 0
  synth_warnings: 1
  avgSynthCellArea_sq_um: 12.0
  area_leaders: "edfxtp_1 54%, mux2i_1 19%, and2_1 11%, a22oi_1 2.6%, a22o_1 2.0%"
  ff_type: "edfxtp_1"
  yosys.cell_types.count: 28
  synth-edff-count: 992
  postSynthSeqShare_pct: 55.1
  most_common_cell: "mux2i_1"
  synth_area_sq_mm: 0.0552
  ys_area_sq_mm: 0.0552
detailed_routing:
  route.detailed.drc: 0
  routed_wl_um: 197000
  drt_iter0_markers: 2500
  firstDrtPassIters: 5
  final_antenna_net_count: 0
  viasPerCell: 6.18
  vias: 38132
  post_drt_wl_per_cell_um: 32.0
setup_path:
  end_kind: "output port"
  max_stage_delay_ns: 0.66
  path_cells: "buf_8, buf_4, buf_4, buf_4, mux2i_1, a22o_1, nor3_1, a31oi_1, nand3_1, clkdlybuf4s50_1"
  crit_top_cell: "buf_4"
  path_max_fanout: 65
  cpLargestDelayFamily: "buffers and inverters"
  cp.arrival_ns: 10.60
  path_buffers: 5
  required_ns: 25.52
  crit_path_start_kind: "input port"
  path_class: "in2out"
  slowest_stage: "buf_4"
floorplan:
  ioPinCount: 114
  die_x_um: 334
  dieHeight_um: 334
  placementRows: 121
  die_area_sq_mm: 0.112
  coreArea_sq_mm: 0.109
  initial_core_util_pct: 50.6
grt:
  grt_remaining_overflow: 0
  grt_pass1_vias: 38531
  grt_pass1_wl_um: 278000
  grt_max_degree: 82
  antenna_found_initial: 16
  grt_usage_pct: 38.5
worst_hold_path:
  hold_path.class: "in2reg"
finish:
  area_growth_pct: 11.9
  top_regs: "Q x1024"
  drive_above_1_share_pct: 8.44
  largest_reg_flops: 1024
  top_register: "Q"
  final_util_pct: 56.6
clock_network:
  path_clk_slew_ns: 0.06
  htreeDepth: 3
  cts-resized-gates: 0
  cts.path.max_buffers: 3
  cts_tree: "done"
  cts_hold_buf: 0
  clock_sinks: 1024
  numCtsBuffers: 114
  post_cts_buffers: 0
  root_buffer: "clkbuf_16"
job:
  warnings: 26
  maxCapViolations: 0
outcome:
  status: "finished, final reports clean"
[tightest hold or removal path, cell delays in order]
cell	delay, ns
buf_2	0.22
o21ai_4	0.10
buf_4	0.32
[area by class of cell]
cell class              count  area [sq um]
fillers                  8802         47400
repair buffers            283          2440
well taps                1476          1850
diodes                     10          25.0
multi-input cells        3165         23600
clock buffers             160          3110
flip-flops and latches   1024         30400
clock inverters            50           317
[cell families (layout without fill, tap and decap cells)]
| logic type | after synthesis | after routing | synth area share, % |
|---|---|---|---|
| flops | 1024 | 1024 | 55.1 |
| other cells | 1 | 42 | 0.00679 |
| buf+inv | 450 | 493 | 3.49 |
| mux | 1024 | 1024 | 18.6 |
| simple gates | 1502 | 1502 | 15.4 |
| compound gates | 607 | 607 | 7.39 |
[metal layers]
metal / vias to the layer above / global-route usage, % / wire length, um
met3: 491 / 26.4 / 32700
li1: 16826 / - / -
met1: 18417 / 51.3 / 71100
met2: 2376 / 52.2 / 84300
met5: - / 3.56 / 546
met4: 22 / 12.5 / 8530
[cell usage in the layout, fill, tap and decap left out, types with 115 or more instances in the layout]
| cell type | instances |
|---|---|
| a21oi_1 | 192 |
| a22o_1 | 128 |
| a22oi_1 | 192 |
| and2_1 | 992 |
| buf_4 | 168 |
| clkbuf_16 | 115 |
| edfxtp_1 | 992 |
| mux2i_1 | 1024 |
| nand2_1 | 195 |
| nand3_1 | 193 |
[power by group through the flow]
stage | clock network [uW] | logic (uW) | registers (uW)
CTS | 1250 | 384 | 1580
global route | 1290 | 410 | 1590
finish | 1230 | 388 | 1580
[stage by stage]
step / cell area [sq um] / cells / total power, uW
after global routing: 61700 / 6160 / 3300
final: 61800 / 6168 / 3210
after CTS: 61700 / 6158 / 3210
after detailed placement: 58300 / 5948 / 1990
after floorplan: 55300 / 4639 / 1830
after global placement: 58300 / 5948 / 1990
[final timing paths]
path,startpoint,to,slack [ns],depth (start not counted)
setup / recovery,addr1_i[1],data1_o[8],14.92,10
hold / removal,rst_ni,Q[17][2],6.52,3
Power is estimated from default activity; no workload was simulated.
